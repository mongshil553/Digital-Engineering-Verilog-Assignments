**design/flow/design.v**
```verilog
`timescale 1ns / 1ps
module Add_Subtractor(A, B, S, S_ctrl, C4);
    input [3:0] A; input [3:0] B; input S_ctrl;
    output [3:0] S; output C4;
    wire S_xor_B [3:0];
    wire C0, C1, C2, C3;
    assign C0 = S_ctrl;
    assign S_xor_B[0] = S_ctrl^B[0];
    assign S_xor_B[1] = S_ctrl^B[1];
    assign S_xor_B[2] = S_ctrl^B[2];
    assign S_xor_B[3] = S_ctrl^B[3];
    full_adder FA1(.X(A[0]), .Y(S_xor_B[0]), .Z(C0), .S(S[0]), .C(C1));
    full_adder FA2(.X(A[1]), .Y(S_xor_B[1]), .Z(C1), .S(S[1]), .C(C2));
    full_adder FA3(.X(A[2]), .Y(S_xor_B[2]), .Z(C2), .S(S[2]), .C(C3));
    full_adder FA4(.X(A[3]), .Y(S_xor_B[3]), .Z(C3), .S(S[3]), .C(C4));
endmodule
`timescale 1ns / 1ps
module full_adder(X, Y, Z, S, C);
    input X; input Y; input Z;
    output S; output C;
    wire h1_s, h1_c, h2_s, h2_c;
    half_adder h1(.X(X), .Y(Y), .S(h1_s), .C(h1_c));
    half_adder h2(.X(h1_s), .Y(Z), .S(h2_s), .C(h2_c));
    assign S = h2_s;
    assign C = h1_c | h2_c;
endmodule
`timescale 1ns / 1ps
module half_adder(X, Y, S, C);
    input X; input Y;
    output S; output C;
    assign S = X^Y;
    assign C = X&Y;
endmodule
```
**design/flow/constraint.sdc**
```tcl
current_design Add_Subtractor

set clk_period 4.7
set clk_io_pct 0.2

create_clock -name clk0 -period $clk_period

set non_clock_inputs [all_inputs -no_clocks]
set_input_delay [expr $clk_period * $clk_io_pct] -clock clk0 $non_clock_inputs
set_output_delay [expr $clk_period * $clk_io_pct] -clock clk0 [all_outputs]
```
**design/flow/config.mk**
```make
export PLATFORM = sky130hd
export DESIGN_NAME = Add_Subtractor
export DESIGN_NICKNAME = Add_Subtractor
export VERILOG_FILES = /design/flow/design.v
export SDC_FILE = /design/flow/constraint.sdc
export NUM_CORES = 4
export LEC_CHECK = 1
export CORE_AREA = 10 10 70 70
export DIE_AREA = 0 0 80 80
```
**design/flow/run.sh**
```bash
#!/bin/bash
# OpenROAD 26Q1-2900-gdf79404cd8, Yosys 0.63+post, stock flow scripts
make -C /OpenROAD-flow-scripts/flow DESIGN_CONFIG=/design/flow/config.mk WORK_HOME=/design/flow/orfs finish
```
==> flow_summary.json <==
{
  "placed_cells": 73,
  "clkbuf_count": 0,
  "cp_common_cell": "fa_1",
  "fp_util_pct": 4.506,
  "yosys-stat-cells": 17,
  "postSynthAreaPerCell_um2": 9.053,
  "wl_per_cell_um": 6.863,
  "hold_depth": 3,
  "area_growth_pct": 108.9,
  "top_cell_area_share_pct": 39.02,
  "pin_count": 14,
  "cp.required_ns": 3.76,
  "start_kind": "input pin",
  "netlist_instances": 17,
  "critPathArrivalTime_ns": 3.41,
  "cts_setup_buffers": 0,
  "place.port_buffers": 14,
  "hold_buffers": 0,
  "fin_cells": 73,
  "path_cells": "clkdlybuf4s50_1, xnor2_1, fa_1, fa_1, inv_1, fa_1, clkdlybuf4s50_1",
  "p_per_area_nw_per_um2": 123.3,
  "grt_setup_unrepaired": "false",
  "ff_count": 0,
  "via_per_inst": 1.671,
  "antenna_found_initial": 0,
  "grt_pass1_wl_um": 745,
  "routabilityCongestion": 0.6784,
  "worst_pin_slew_ns": 0.2319,
  "path_class": "input pin to primary output",
  "worst_slack_ns": 0.3489,
  "logic_area_um2": 105.1,
  "grt_max_degree": 5,
  "fp.dieW_um": 80,
  "die_y_um": 80,
  "setup_violations": 0,
  "yosys-top-cells-area": "fa_1 39%, buf_4 20%, inv_1 12%",
  "ys_area_um2": 153.9,
  "path_max_fanout": 4,
  "irDropWorstVdd_uv": 54.73,
  "end_kind": "primary output",
  "fp.dieArea_um2": 6400,
  "warnings": 32,
  "n_antenna_cell": 0,
  "drv_slew": 0,
  "coreArea_um2": 3416,
  "hp-class": "input pin to primary output",
  "maxSlewHeadroom_pct": 84.49,
  "cts-resized-gates": 0,
  "firstDrtPassIters": 1,
  "final.fill_count": 411,
  "crit_slowest_cell": "clkdlybuf4s50_1",
  "min_period_ns": 4.351,
  "drc": 0,
  "crit_end": "S[3]",
  "regArea_um2": 0,
  "drtIter0Drc": 0,
  "vias": 122,
  "finalPower_uw": 39.66,
  "grt_usage_pct": 1.506,
  "globalRouteOverflowTotal": 0,
  "pre_cts_ws_ns": 0.3315,
  "hp-start": "A[0]",
  "synth.cell_area_um2": 153.9,
  "p_leak_uw": 0.0001219,
  "drive_above_1_share_pct": 0,
  "max_cap_violations": 0,
  "cp_slowest_stage_delay_ns": 0.59,
  "finalClockPeriodUsage_pct": 92.58,
  "yosys_warnings": 1,
  "hold_viol_final": 0,
  "core.rowCount": 21,
  "routed_wl_um": 501,
  "status": "completed",
  "max_freq_ghz": 0.2298,
  "crit_start": "S_ctrl",
  "largest_area_cell": "fa_1",
  "ys_seq_share_pct": 0,
  "ys_types": 6,
  "grt_pass1_vias": 145,
  "fin_setup_tns_ns": 0,
  "ant_nets": 0
}
## per-stage QoR
stage                     cell area [µm²]  hold slack [ns]  util, %
after CTS                           321.6            2.857    9.414
after global routing                321.6            2.882    9.414
after floorplan                     153.9            1.994        -
after global placement              321.6            2.858    9.414
final                               321.6            2.844    9.414
after detailed placement            321.6            2.856    9.414
## synthesized netlist by cell type (all sizes together)
cell type	count
inv	5
buf	4
fa	3
xnor2	2
xor2	2
mux2i	1
## where the power goes
part | leakage [µW] | switching, µW | internal, µW
clock | 0 | 0 | 0
combinational | 0.000122 | 12.4 | 27.2
sequential | 0 | 0 | 0
total | 0.000122 | 12.4 | 27.2
## worst min-delay path by stage
stage	endpoint	slack, ns
4_1_cts	S[0]	2.86
5_1_grt	S[0]	2.88
6_report	S[0]	2.84
## metal layers
metal  vias to the layer above  share of wire (%)  global-route usage (%)
li1                         63                  -                       -
met1                        46                 61                   2.732
met2                        13                 17                  0.9631
met3                         0                 22                   1.364
met4                         0                  0                       0
met5                         -                  0                       0
## layout by cell type (no fill, tap or decap)
cell type | netlist | final
clkdlybuf4s50_1 | 0 | 14
inv_1 | 5 | 5
fa_1 | 3 | 3
xnor2_1 | 2 | 2
xor2_1 | 2 | 2
mux2i_1 | 1 | 1
## kinds of logic after synthesis
family	Yosys count	synth area share (%)
xor gates and xnor gates	4	22.77
muxes	1	6.504
adders and majority gates	3	39.03
buffers and inverters	9	31.71
## final cells by class
class	count	share of cell area, %
inverters	5	5.837
multi-input cells	8	32.68
well taps	46	17.90
repair buffers	14	43.58
## worst max-delay path, delay by kind of cell
family	cells	cell delay (ns)
XOR/XNOR	1	0.14
buffers and inverters	3	1.12
adder cells (fa/ha/maj)	3	1.20
Power is estimated from default activity; no workload was simulated.
