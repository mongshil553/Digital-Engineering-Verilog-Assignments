<file path="./config.mk">
export PLATFORM = sky130hd
export DESIGN_NAME = full_adder_4_bit
export DESIGN_NICKNAME = full_adder_4_bit
export VERILOG_FILES = /design/flow/design.v
export SDC_FILE = /design/flow/constraint.sdc
export NUM_CORES = 4
export LEC_CHECK = 1
export CORE_AREA = 10 10 70 70
export DIE_AREA = 0 0 80 80
</file>
<file path="./constraint.sdc">
current_design full_adder_4_bit

set clk_period 5.0
set clk_io_pct 0.2

create_clock -name clk0 -period $clk_period

set non_clock_inputs [all_inputs -no_clocks]
set_input_delay [expr $clk_period * $clk_io_pct] -clock clk0 $non_clock_inputs
set_output_delay [expr $clk_period * $clk_io_pct] -clock clk0 [all_outputs]
</file>
<file path="./design.v">
`timescale 1ns / 1ps
module full_adder(X, Y, Z, S, C);
    input X; input Y; input Z;
    output S; output C;
    wire h1_s, h1_c, h2_s, h2_c;
    half_adder h1(.X(X), .Y(Y), .S(h1_s), .C(h1_c));
    half_adder h2(.X(h1_s), .Y(Z), .S(h2_s), .C(h2_c));
    assign S = h2_s;
    assign C = h1_c | h2_c;
endmodule
`timescale 1ns / 1ps
module full_adder_4_bit(A, B, S, C0, C4);
    input [3:0] A; input [3:0] B; input C0;
    output [3:0] S; output C4;
    wire C1, C2, C3;
    full_adder FA1(.X(A[0]), .Y(B[0]), .Z(C0), .S(S[0]), .C(C1));
    full_adder FA2(.X(A[1]), .Y(B[1]), .Z(C1), .S(S[1]), .C(C2));
    full_adder FA3(.X(A[2]), .Y(B[2]), .Z(C2), .S(S[2]), .C(C3));
    full_adder FA4(.X(A[3]), .Y(B[3]), .Z(C3), .S(S[3]), .C(C4));
endmodule
`timescale 1ns / 1ps
module half_adder(X, Y, S, C);
    input X; input Y;
    output S; output C;
    assign S = X^Y;
    assign C = X&Y;
endmodule
</file>
<file path="./run.sh">
#!/bin/bash
# OpenROAD 26Q1-2900-gdf79404cd8, Yosys 0.63+post, stock flow scripts
make -C /OpenROAD-flow-scripts/flow DESIGN_CONFIG=/design/flow/config.mk WORK_HOME=/design/flow/orfs finish
</file>
==> out/qor.yml <==
outcome: "finished clean"
worstPathArrival_ns: 3.46
rsz0062_at_grt: "no"
postSynthAreaPerCell_sq_um: 8.20
ant_nets: 0
final_max_slew_viol_count: 0
setup_viol: 0
port_buffers: 14
seq_power_share_pct: 0
grt_pass1_wl_microns: 710
antenna_found_initial: 0
grtUsageTotal_pct: 1.39
clkbuf_count: 0
topCellsByArea: "fa_1 (54%), inv_1 (25%), buf_4 (20%)"
dieArea_sq_um: 6400
syn_inst: 18
cp_max_fo: 1
drive_gt1_share_pct: 0
ys_seq_share_pct: 0
grt_max_degree: 2
min_period_ns: 4.46
syn2layout_area_growth_pct: 114
cap_violations: 0
vias_per_cell: 1.81
ys_types: 3
post-route-util_pct: 9.23
fin_crit_sh_pct: 89.2
intPower_mw: 0.0205
dp_hpwl_microns: 450
fin_tns_setup_ns: 0
die_w_microns: 80
fp-utilization_pct: 4.32
layout.cells.non_filler: 74
switching_power_mw: 0.00812
leakagePower_nw: 0.137
insertedDiodeCount: 0
critical_path.cell_chain: "clkdlybuf4s50_1 > inv_1 > fa_1 > inv_1 > fa_1 > fa_1 > inv_1 > fa_1 > inv_1 > clkdlybuf4s50_1"
cp-start-kind: "input pin"
wirelength_microns: 449
grt_overflow: 0
slew_headroom_pct: 93.0
gp_congestion: 0.795
whs_ns: 3.05
drt_iter0_drc: 0
regArea_sq_um: 0
ys_top_cells_by_count: "inv_1 (10), buf_4 (4), fa_1 (4)"
clkPwrFrac_pct: 0
cp-end-kind: "output pin"
ir_drop_mv: 0.0226
wl_per_cell_microns: 6.07
place_area_sq_um: 315
rows: 21
drt_drc_violations_left: 0
fmax_mhz: 224
cp.buffers_inverters: 6
crit_slowest_cell: "clkdlybuf4s50_1"
critPathMaxStageDelay_ns: 0.46
cp.required_ns: 4.00
pin_count: 14
p_sw_share_pct: 28.3
fillers: 408
hold_path_end: "S[3]"
ctsHoldBuffers: 0
hp-class: "in2out"
power_density_nw_per_um2: 90.9
n_sequential_cell: 0
ys_warn_count: 0
num_vias: 134
ys_cells: 18
worstSetupPathType: "in2out"
hold_viol: 0
comb_power_share_pct: 100.0
die-height_microns: 80
dr.pass1.iters: 1
dpl.cell_count: 74
synth_chip_area_sq_um: 148
ctsResizeCount: 0
warning_count: 32
worstHoldStart: "B[3]"
worstMarginPinSlew_ns: 0.105
cts_setup_buffers: 0
synth.most_common_cell: "inv_1"
crit_family: "adder cells"
min_delay_path_depth: 5
grt_pass1_vias: 162
coreArea_sq_um: 3420
synth_area_leader_cell: "fa_1"
syn_area_sq_um: 148
synth.top_cell.area_share_pct: 54.2
postLayoutCellArea_sq_um: 315
-- worst max path at each step --
stage / startpoint / slack [ns] / end / depth (start not counted)
4_1_cts: A[0] / 0.49 / S[3] / 10
5_1_grt: A[0] / 0.38 / S[3] / 10
6_report: A[0] / 0.54 / S[3] / 10
-- metal layers --
metal  global-route usage, %  vias to the layer above  wire length, microns
met1                    2.07                       60                   255
met2                    1.77                       14                   111
met4                       0                        0                     0
met3                   0.795                        0                    82
met5                       0                        -                     0
li1                        -                       60                     -
-- layout by cell type, fill, tap and decap left out --
| master | n |
|---|---|
| clkdlybuf4s50_1 | 14 |
| fa_1 | 4 |
| inv_1 | 10 |
-- kinds of logic after synthesis --
family / synth area share, %
buffers and inverters: 45.8
adders and majority gates: 54.2
-- power groups by stage --
stage         registers [mW]  clock network, mW  logic [mW]
finish                     0                  0      0.0287
global route               0                  0      0.0326
CTS                        0                  0      0.0298
-- metrics by stage --
step | total power [mW] | setup slack, ns
detailed placement | 0.0296 | 0.504
global placement | 0.0290 | 0.538
global route | 0.0326 | 0.383
floorplan | 0.0137 | 1.42
finish | 0.0287 | 0.541
CTS | 0.0298 | 0.489
-- cell type report --
| class | instances | area, sq um | area share, % |
|---|---|---|---|
| timing repair buffer | 14 | 140 | 44.4 |
| multi-input combinational | 4 | 80.1 | 25.4 |
| tap | 46 | 57.6 | 18.3 |
| inverter | 10 | 37.5 | 11.9 |
No activity file was given, so power comes from the tool's default toggle rates.
